==> flow/run.sh <==
#!/bin/bash
# OpenROAD 26Q1-2900-gdf79404cd8, Yosys 0.63+post, stock flow scripts
make -C /OpenROAD-flow-scripts/flow DESIGN_CONFIG=/design/flow/config.mk WORK_HOME=/design/flow/orfs finish
==> flow/config.mk <==
export PLATFORM = sky130hd
export DESIGN_NAME = jpc_ifetch
export DESIGN_NICKNAME = jpc_ifetch
export VERILOG_FILES = /design/flow/design.v
export SDC_FILE = /design/flow/constraint.sdc
export NUM_CORES = 4
export LEC_CHECK = 1
export CORE_UTILIZATION = 30
==> flow/constraint.sdc <==
current_design jpc_ifetch

set clk_period 9.7
set clk_io_pct 0.2

create_clock -name clk0 -period $clk_period [get_ports {clk}]

set non_clock_inputs [all_inputs -no_clocks]
set_input_delay [expr $clk_period * $clk_io_pct] -clock clk0 $non_clock_inputs
set_output_delay [expr $clk_period * $clk_io_pct] -clock clk0 [all_outputs]
==> flow/design.v <==
module jpc_ifetch (
    input  wire                          clk,
    input  wire                          rst,
    input  wire [32-1:0] pc_I,
    output reg                           pc_ready_O,
    input  wire                          pc_valid_I,
    output reg [32-1:0]  mem_addr_O,
    output reg                           mem_addr_valid_O,
    input  wire                          mem_addr_ready_I,
    input  wire [32-1:0] mem_data_I,
    input  wire                          mem_data_valid_I,
    output reg                           mem_data_ready_O,
    output reg [32-1:0] instr_O,
    input  wire                             instr_ready_I,
    output reg                              instr_valid_O
);
    reg [32-1:0] next_pc;
    reg [32-1:0] next_instr;
    reg [3-1:0] curr_state;
    always @(posedge clk or posedge rst) begin
        if (rst) begin
            mem_addr_valid_O <= 1'b0;
            instr_valid_O <= 1'b0;
            mem_data_ready_O <= 1'b0;
            pc_ready_O <= 1'b0;
            curr_state <= 3'b000;
        end
        else begin
            mem_addr_valid_O <= mem_addr_valid_O;
            instr_valid_O <= instr_valid_O;
            mem_addr_valid_O <= mem_addr_valid_O;
            pc_ready_O <= pc_ready_O;
            curr_state <= curr_state;
            case (curr_state)
                3'b000: begin
                    pc_ready_O <= 1'b1;
                    mem_addr_valid_O <= 1'b0;
                    instr_valid_O <= 1'b0;
                    mem_data_ready_O <= 1'b0;
                    curr_state <= 3'b001;
                end
                3'b001: begin
                    if (pc_valid_I == 1'b1) begin
                        next_pc <= pc_I;
                        pc_ready_O <= 1'b0;
                        if (mem_addr_ready_I == 1'b1) begin
                            mem_addr_O <= pc_I;
                            mem_addr_valid_O <= 1'b1;
                            mem_data_ready_O <= 1'b1;
                            curr_state <= 3'b010;
                        end else begin
                            curr_state <= 3'b011;
                        end
                    end
                end
                3'b011: begin
                    if (mem_addr_ready_I == 1'b1) begin
                        mem_addr_O <= next_pc;
                        mem_addr_valid_O <= 1'b0;
                        mem_data_ready_O <= 1'b1;
                        curr_state <= 3'b010;
                    end
                end
                3'b010: begin
                    if (mem_data_valid_I == 1'b1) begin
                        next_instr <= mem_data_I;
                        mem_addr_valid_O <= 1'b0;
                        mem_data_ready_O <= 1'b0;
                        if (instr_ready_I == 1'b1) begin
                            instr_O <= mem_data_I;
                            instr_valid_O <= 1'b1;
                            curr_state <= 3'b000;
                        end else begin
                            curr_state <= 3'b110;
                        end
                    end
                end
                3'b110: begin
                    if (instr_ready_I == 1'b1) begin
                        instr_O <= next_instr;
                        instr_valid_O <= 1'b1;
                        curr_state <= 3'b000;
                    end
                end
                default: begin
                    mem_addr_valid_O <= 1'b0;
                    instr_valid_O <= 1'b0;
                    mem_addr_valid_O <= 1'b0;
                    pc_ready_O <= 1'b0;
                    curr_state <= 3'b000;
                end
            endcase
        end
    end
endmodule
==> impl_metrics.xml <==
<?xml version="1.0" encoding="UTF-8"?>
<metrics>
  <group name="floorplanning">
    <metric name="floorplan.rows" unit="">46</metric>
    <metric name="die_w" unit="µm">132</metric>
    <metric name="die_h" unit="µm">132</metric>
    <metric name="design.portCount" unit="">138</metric>
    <metric name="fp.coreArea" unit="µm²">16100</metric>
    <metric name="floorplan.initialDensity" unit="">0.312</metric>
    <metric name="floorplan.die_area" unit="µm²">17300</metric>
  </group>
  <group name="final_layout">
    <metric name="finish.utilization" unit="">0.448</metric>
    <metric name="layout-drive-gt1-share" unit="">0.270</metric>
    <metric name="final_common_cell" unit="">sky130_fd_sc_hd__clkdlybuf4s50_1</metric>
    <metric name="num-fill-cells" unit="">1401</metric>
    <metric name="area.growth.synth_to_final" unit="%">43.6</metric>
    <metric name="final_layout_top_logic_cells" unit="">sky130_fd_sc_hd__clkdlybuf4s50_1 (137), sky130_fd_sc_hd__edfxtp_1 (128), sky130_fd_sc_hd__mux2_2 (66)</metric>
  </group>
  <group name="synthesis">
    <metric name="yosys-stat-area" unit="µm²">5030</metric>
    <metric name="post_synth_top_area_cell" unit="">sky130_fd_sc_hd__edfxtp_1</metric>
    <metric name="synth-seq-cells" unit="">137</metric>
    <metric name="syn-cell-area" unit="µm²">5030</metric>
    <metric name="synth_top_area_share" unit="">0.764</metric>
    <metric name="netlist_top_cells_area" unit="">sky130_fd_sc_hd__edfxtp_1 (76%), sky130_fd_sc_hd__mux2_2 (15%), sky130_fd_sc_hd__dfrtp_1 (4.0%)</metric>
    <metric name="postSynthSeqShare" unit="">0.809</metric>
    <metric name="ys_cells" unit="">242</metric>
    <metric name="netlist-cell-type-count" unit="">21</metric>
    <metric name="yosys_warnings" unit="">1</metric>
    <metric name="syn_avg_cell_area" unit="µm²">20.8</metric>
    <metric name="synthesized_instance_count" unit="">242</metric>
  </group>
  <group name="timing">
    <metric name="timing.final.hold_violations" unit="">0</metric>
    <metric name="slew_headroom" unit="">0.473</metric>
    <metric name="fmax" unit="GHz">0.284</metric>
    <metric name="grt_setup_unrepaired" unit="">false</metric>
    <metric name="setup_total_negative_slack" unit="ns">0</metric>
    <metric name="finalSetupViolations" unit="">0</metric>
    <metric name="min_period_over_period" unit="">0.363</metric>
    <metric name="finalWorstPathRequiredPeriod" unit="ns">3.52</metric>
    <metric name="fin_worst_skew" unit="ns">0.00876</metric>
    <metric name="tightest_slew" unit="ns">0.791</metric>
    <metric name="final-max-slew-violation-count" unit="">0</metric>
  </group>
  <group name="worst_setup_path">
    <metric name="crit_type" unit="">in -&gt; reg</metric>
    <metric name="worst_path_largest_cell_delay" unit="ns">0.78</metric>
    <metric name="timing.critical_path.slowest_stage_cell" unit="">sky130_fd_sc_hd__and3_2</metric>
    <metric name="worstPathCellList" unit="">clkdlybuf4s50_1 &gt; inv_1 &gt; and3_2</metric>
    <metric name="cp-start-kind" unit="">input pin</metric>
    <metric name="launching_instance_or_port_of_the_critical_path" unit="">rst</metric>
    <metric name="r2r-end" unit="">mem_addr_O[13]</metric>
    <metric name="worst_setup_path_end_kind" unit="">register</metric>
    <metric name="timing.reg2reg.worst_path_depth" unit="">2</metric>
    <metric name="crit-reg2reg-launch" unit="">curr_state[3]</metric>
    <metric name="worstPathBufferInverterCount" unit="">2</metric>
    <metric name="crit_fanout" unit="">32</metric>
    <metric name="reg2reg_slack" unit="ns">7.89</metric>
    <metric name="worstPathArrival" unit="ns">3.56</metric>
    <metric name="timing.critical_path.required" unit="ns">9.74</metric>
    <metric name="crit_family" unit="">buffers and inverters</metric>
  </group>
  <group name="outcome">
    <metric name="outcome" unit="">complete, no violations</metric>
  </group>
  <group name="worst_hold_path">
    <metric name="worst_hold_path.num_cells" unit="">1</metric>
    <metric name="min-delay-start" unit="">pc_ready_O</metric>
    <metric name="min_delay_path_class" unit="">reg -&gt; reg</metric>
    <metric name="worstHoldEndpoint" unit="">pc_ready_O</metric>
  </group>
  <group name="clock_tree">
    <metric name="post_cts.resized_instances" unit="">0</metric>
    <metric name="clk_root_buffer_cell" unit="">sky130_fd_sc_hd__clkbuf_16</metric>
    <metric name="numCtsBuffers" unit="">17</metric>
    <metric name="worstSkewPairLatency" unit="ns">0.41</metric>
    <metric name="cts_setup_buffers" unit="">0</metric>
    <metric name="clock_transition_at_path_regs" unit="ns">0.06</metric>
    <metric name="htree_levels" unit="">4</metric>
    <metric name="ctsLongestPathBuffers" unit="">2</metric>
    <metric name="tritoncts" unit="">yes</metric>
    <metric name="cts_num_sinks" unit="">137</metric>
    <metric name="cts.hold.buffers_added" unit="">0</metric>
  </group>
  <group name="drt">
    <metric name="antenna_fix_cells" unit="">0</metric>
    <metric name="postRouteAntennaNets" unit="">0</metric>
    <metric name="number_of_iterations_in_the_first_detailed_routing_pass" unit="">4</metric>
    <metric name="avgRoutedWirePerCell" unit="µm">15.2</metric>
    <metric name="initial_detailed_routing_violation_count" unit="">111</metric>
    <metric name="drc" unit="">0</metric>
    <metric name="drt-total-wl" unit="µm">9480</metric>
    <metric name="post_drt_via_cell_ratio" unit="">4.30</metric>
    <metric name="vias" unit="">2677</metric>
  </group>
  <group name="placed_design">
    <metric name="dp_hpwl" unit="µm">6230</metric>
    <metric name="final_wtd_congestion" unit="">0.758</metric>
    <metric name="port_buffers" unit="">137</metric>
  </group>
  <group name="global_routing">
    <metric name="overall_global_routing_resource_usage" unit="">0.120</metric>
    <metric name="global_route_wire_length_before_repair" unit="µm">15000</metric>
    <metric name="pin_count_of_the_biggest_net_entering_global_routing" unit="">37</metric>
    <metric name="grt-ovfl-total" unit="">0</metric>
    <metric name="grt_pass1_vias" unit="">2743</metric>
    <metric name="initial_antenna_violation_count" unit="">1</metric>
  </group>
  <group name="run">
    <metric name="timing.max_cap.violations" unit="">0</metric>
    <metric name="openroad_warning_count" unit="">25</metric>
  </group>
  <group name="power_and_ir_drop">
    <metric name="power.ir.vdd_worst" unit="µV">105</metric>
    <metric name="total_leakage_power" unit="nW">2.42</metric>
    <metric name="cellPowerDensity" unit="nW/µm²">178</metric>
  </group>
</metrics>
## per-layer routing
metal  up-vias  share of wire  global-route usage
met3        13           0.11              0.0610
met4         2          0.014              0.0149
met5         -         0.0013                   0
met1      1266           0.44               0.186
met2       128           0.43               0.164
li1       1268              -                   -
## cell type report
type                    instances  area (µm²)  area share
repair buffers                141        1400       0.194
clock inverters                15         130      0.0180
multi-input cells              93         912       0.126
clock buffers                  17         425      0.0589
inverters                       4        15.0     0.00208
flip-flops and latches        137        4070       0.563
well taps                     216         270      0.0374
## Yosys cell counts, drive strengths merged
cell    instances
dfstp           1
or2             1
nor4            1
nand2           1
dfrtp           8
a31oi           2
edfxtp        128
o21ai           3
a21oi           4
nor2            5
nand2b          2
a41o            1
mux2           66
inv             4
and3            3
nor2b           2
buf             8
nand3           1
a22o            1
## worst max-delay path by stage
stage | endpoint | slack [ns] | cells after the start
after global routing | mem_addr_O[0] | 6.06 | 3
after CTS | mem_addr_O[25] | 6.13 | 3
final | mem_addr_O[13] | 6.18 | 3
## cells by family after synthesis
kind of cell,Yosys count,share of synthesized area
simple gates,16,0.0184
compound gates,11,0.0132
flops,137,0.809
buf+inv,12,0.0119
mux,66,0.148
## report_power, final
group          internal, mW  leakage, nW  total [mW]  switching [mW]
registers             0.646         1.27       0.646               0
logic                0.0344        0.879      0.0475          0.0131
clock network         0.337        0.270       0.596           0.260
## flip-flops by register name, indices dropped and copies added (netlist names)
signal / flops
pc_ready_O: 1
mem_addr_valid_O: 1
curr_state: 5
next_instr: 32
instr_valid_O: 1
next_pc: 32
mem_data_ready_O: 1
instr_O: 32
mem_addr_O: 32
## through the flow
stage                     total power, mW  cells  hold WS [ns]  instance area [µm²]  setup slack (ns)
after floorplan                     0.671    242         0.456                 5030              5.92
final                                1.29    623         0.532                 7230              6.18
after global placement              0.705    591         0.504                 6670              5.74
after CTS                            1.31    623         0.541                 7230              6.13
after detailed placement            0.706    591         0.513                 6670              5.72
after global routing                 1.34    623         0.554                 7230              6.06
Power is estimated from default activity; no workload was simulated.
