<file path="design/flow/run.sh">
#!/bin/bash
# OpenROAD 26Q1-2900-gdf79404cd8, Yosys 0.63+post, stock flow scripts
make -C /OpenROAD-flow-scripts/flow DESIGN_CONFIG=/design/flow/config.mk WORK_HOME=/design/flow/orfs finish
</file>
<file path="design/flow/config.mk">
export PLATFORM = sky130hd
export DESIGN_NAME = jpc_regfile
export DESIGN_NICKNAME = jpc_regfile
export VERILOG_FILES = /design/flow/design.v
export SDC_FILE = /design/flow/constraint.sdc
export NUM_CORES = 4
export LEC_CHECK = 1
export CORE_UTILIZATION = 50
</file>
<file path="design/flow/constraint.sdc">
current_design jpc_regfile

set clk_period 4.1
set clk_io_pct 0.2

create_clock -name clk0 -period $clk_period [get_ports {clk}]

set non_clock_inputs [all_inputs -no_clocks]
set_input_delay [expr $clk_period * $clk_io_pct] -clock clk0 $non_clock_inputs
set_output_delay [expr $clk_period * $clk_io_pct] -clock clk0 [all_outputs]
</file>
<file path="design/flow/design.v">
module jpc_regfile (
    input  wire                          clk,
    input  wire                          rst,
    input  wire                          r1_idx_op_I,
    input  wire [4:0]                    r1_idx_I,
    input  wire                          r1_idx_valid_I,
    output wire                          r1_idx_ready_O,
    input  wire [4:0]                    r1_rdata_ready_I,
    output wire [32-1:0] r1_rdata_O,
    output wire                          r1_rdata_valid_O,
    output wire                          r1_wdata_ready_O,
    input  wire [32-1:0] r1_wdata_I,
    input  wire                          r1_wdata_valid_I,
    input  wire                          r2_idx_op_I,
    input  wire [4:0]                    r2_idx_I,
    input  wire [4:0]                    r2_idx_valid_I,
    output wire                          r2_idx_ready_O,
    input  wire [4:0]                    r2_data_ready_I,
    output wire [32-1:0] r2_data_O,
    output wire                          r2_data_valid_O
);
    reg [32-1:0] regs[31:0];
    reg [3-1:0] r1_state;
    reg r1_idx_ready;
    reg [32-1:0] r1_rdata;
    reg r1_rdata_valid;
    reg r1_wdata_ready;
    assign r1_idx_ready_O   = r1_idx_ready;
    assign r1_rdata_O       = r1_rdata;
    assign r1_rdata_valid_O = r1_rdata_valid;
    assign r1_wdata_ready_O = r1_wdata_ready;
    integer i;
    always @(posedge clk or posedge rst) begin
        if (rst) begin
            for (i = 0; i < 32; i = i + 1) begin
                regs[i] <= {32{1'b0}};
            end
            r1_idx_ready   <= 1'b1;
            r1_rdata       <= {32{1'b0}};
            r1_rdata_valid <= 1'b0;
            r1_wdata_ready <= 1'b1;
            r1_state <= 3'b000;
        end else
        begin
            case (r1_state)
            3'b000: begin
                r1_idx_ready   <= 1'b1;
                r1_rdata       <= {32{1'b0}};
                r1_rdata_valid <= 1'b0;
                r1_wdata_ready <= 1'b1;
                r1_state <= 3'b001;
            end
            3'b001: begin
                if ( r1_idx_valid_I ) begin
                    r1_idx_ready   <= 1'b0;  
                    if ( r1_idx_op_I == 1'b0 ) begin
                        if ( r1_rdata_ready_I ) begin
                            r1_rdata       <= regs[r1_idx_I];
                            r1_rdata_valid <= 1'b1;
                            r1_state <= 3'b000;
                        end else begin
                            r1_rdata       <= r1_rdata;
                            r1_rdata_valid <= 1'b0;
                            r1_state <= 3'b010;
                        end
                    end else if ( r1_idx_op_I == 1'b1 ) begin
                        if ( r1_wdata_valid_I ) begin
                            if ( r1_idx_I != 5'd0 ) begin
                                regs[r1_idx_I] <= r1_wdata_I;
                            end
                            r1_state <= 3'b000;
                        end else begin
                            r1_state <= 3'b011;
                        end
                    end
                end else begin
                    r1_state <= 3'b001;
                end
            end
            3'b010: begin
                if (r1_rdata_ready_I) begin
                    r1_rdata       <= regs[r1_idx_I];
                    r1_rdata_valid <= 1'b1;
                    r1_state       <= 3'b000;
                end else begin
                    r1_rdata_valid <= 1'b0;
                    r1_state       <= 3'b010;
                end
            end
            3'b011: begin
                if (r1_wdata_valid_I) begin
                    regs[r1_idx_I] <= r1_wdata_I;
                    r1_state       <= 3'b000;
                end else begin
                    r1_state       <= 3'b011;
                end
            end
            default: begin
                r1_state <= 3'b000;
            end
            endcase
        end
    end
endmodule
</file>
==> flow_summary_export.csv <==
group,metric,value,unit
status,outcome,"complete, no violations",
logic_synthesis,synth.avg_cell_area,13.3,um^2
floorplan,die_w,309,um
logic_synthesis,ys_types,66,
min_path,min_path_type,"reg2reg",
logic_synthesis,numSynthFlops,1062,
floorplan,rows,112,
final_layout,fin_util,0.589,
clock_network,cts_made_buffers,112,
final_layout,lay_top_count,"dfrtp_1",
worst_setup_path,startpoint_type,"input pin",
logic_synthesis,top_area_cell,"dfrtp_1",
power_and_ir_drop,power_density,402,nW/um^2
sta,post-route-worst-setup-slack,0.727,ns
logic_synthesis,syn_area,47200,um^2
route,drt_iter0_markers,2370,
clock_network,h-tree-depth,3,
final_layout,lay_top_cells,"dfrtp_1 (1060), mux2_1 (874), a22oi_1 (290), buf_4 (205), and3_1 (196)",
route,drt_pre_antenna_iters,5,
global_route,use_met2,0.529,
sta,clock.fmax,0.296,GHz
worst_setup_path,crit_path_max_fanout,27,
logic_synthesis,top_cell_area_share,0.562,
sta,period_used_share,0.823,
route,drc,0,
power_and_ir_drop,total_power,22100,uW
route,avgRoutedWirePerCell,32.3,um
logic_synthesis,edf_count,0,
placement,io_buffers,80,
job,drv_cap,0,
floorplan,core,93300,um^2
global_route,grt_max_degree,126,
logic_synthesis,synth_cells,3549,
sta,min_period,3.37,ns
job,warnings,46,
power_and_ir_drop,ir_worst_vdd,0.353,mV
clock_network,postCtsHoldBufs,0,
placement,place.gp.congestion,0.919,
final_layout,syn_to_final_growth,16.4,%
placement,dp_hpwl,98.5,mm
sta,final-hold-violation-count,0,
worst_setup_path,crit_required,4.67,ns
floorplan,die_area,95600,um^2
route,drt_wl_total,162,mm
global_route,top_usage_layer,"met2",
logic_synthesis,synth-async-reset-ratio,1.00,
global_route,grt_overflow,0,
floorplan,die_h,309,um
power_and_ir_drop,p_leak,0.0288,uW
global_route,grt_use_met3,0.184,
logic_synthesis,flop_cell,"dfrtp_1",
global_route,grt_pass1_vias,33400,
clock_network,clkSinkCount,1062,
global_route,grt_usage,0.370,
sta,finClkSkew,0.0251,ns
sta,worst_slew_pin_slew,1.01,ns
route,antenna_left,0,
logic_synthesis,ys_cells,3549,
clock_network,path_clk_slew,0.06,ns
clock_network,insertion_delay,0.71,ns
logic_synthesis,ys_chip_area,47200,um^2
sta,rsz0062_at_grt,"false",
final_layout,drive_gt1_frac,0.187,
worst_setup_path,crit_path_end_kind,"flip-flop",
clock_network,cts_tree,"done",
final_layout,comb_area,19100,um^2
global_route,grt_use_met1,0.502,
placement,place_ws,0.0358,ns
route,via_count,32300,
sta,final.setup.tns,0,ns
clock_network,cts_buffer_depth,3,
worst_setup_path,path_class,"in2reg",
worst_setup_path,arrival,3.94,ns
sta,maxSlewViolCount,0,
floorplan,fp_util,0.505,
clock_network,ctsResizeCount,0,
clock_network,postCtsSetupBuffers,0,
floorplan,ios,132,
global_route,antenna_found_initial,7,
final_layout,fillers,7096,
logic_synthesis,synth_warnings,36,
logic_synthesis,ys_seq_frac,0.563,
clock_network,clockRootBuffer,"clkbuf_16",
sta,setup_viol,0,
route,via_per_inst,6.43,
final_layout,ff_latch_area,26600,um^2
sta,worst_slew_margin_rel,0.328,
global_route,grt_pass1_wl,238,mm
sta,hold_slack,0.481,ns
logic_synthesis,area_leaders,"dfrtp_1 (56%), mux2_1 (21%), a22oi_1 (4.6%), mux2_2 (3.3%), and3_1 (2.6%)",
## worst max-delay path, cell delays in order
cell	delay (ns)
clkdlybuf4s50_1	0.52
buf_12	0.21
nor3b_2	0.79
and2_2	0.48
buf_4	0.31
nand2_2	0.11
buf_4	0.29
mux2_1	0.36
## final cells by class
cell class | count | area share
clock buffers | 178 | 0.0637
inverters | 6 | 0.000478
flip-flops and latches | 1062 | 0.484
repair buffers | 354 | 0.0676
well taps | 1254 | 0.0286
diodes | 1 | 0.0000456
multi-input cells | 2139 | 0.349
clock inverters | 27 | 0.00731
## synth_stat cells (4+ instances only)
cell       count
nor4_1        33
a211oi_1       4
buf_6          6
a2111oi_0     63
mux2_2       137
a22oi_1      290
nor2_2         8
inv_1          6
buf_4         64
a22o_1         5
and3_1       196
mux2_1       874
nor4bb_1       4
o21ai_0       36
a32oi_1        8
o21ai_1       24
and2_1         7
nand3b_1       6
o211ai_1       5
nand2_1      117
mux2i_1        6
a32o_1         4
a21oi_1       19
a221oi_1      23
nand4_1       61
clkbuf_1     197
mux2_4        30
nand2b_1       9
buf_2        104
nand2_2        6
nor2b_1        8
dfrtp_1     1060
nor3_1         4
nand3_1       45
nor2_1        28
## flip-flops by register name (all words and copies together) (netlist names)
signal	count
r1_rdata_valid	1
regs	1024
r1_rdata	32
r1_idx_ready	1
r1_state	4
## layer usage
layer,up-vias,share of wire,wire (um)
met5,-,0.00014,23
met4,4,0.047,7620
met3,410,0.13,20900
met2,1637,0.44,72200
met1,16800,0.38,61500
li1,13400,-,-
## stage by stage
| stage | cell area (um^2) | std cells |
|---|---|---|
| after floorplan | 47300 | 3582 |
| after global placement | 51000 | 4815 |
| after global routing | 54900 | 5020 |
| after detailed placement | 51000 | 4815 |
| final | 54900 | 5021 |
| after CTS | 54900 | 5020 |
## power by group
| part | internal [uW] | total (uW) | switching [uW] |
|---|---|---|---|
| clock network | 6430 | 10600 | 4200 |
| logic | 219 | 889 | 670 |
| registers | 10500 | 10600 | 27.3 |
## kinds of logic after synthesis
logic type	share of synthesized area
AND-OR/OR-AND	0.0797
buffers and inverters	0.0391
flip-flops	0.563
multiplexers	0.252
other	0.000159
AND/OR/NAND/NOR	0.0655
## final timing paths
kind                                endpoint  slack (ns)   startpoint  depth (start not counted)
min in group asynchronous       regs[22][26]        0.51          rst                          2
worst max-delay path             regs[28][9]        0.73  r1_idx_I[2]                          8
worst min register to register    regs[7][7]        0.48   regs[7][7]                          1
worst max register to register   regs[19][7]        1.66  r1_state[2]                          6
max in group asynchronous        regs[2][16]        2.43          rst                          4
worst min-delay path              regs[7][7]        0.48   regs[7][7]                          1
Power is estimated from default activity; no workload was simulated.
