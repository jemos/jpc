===== design/flow/design.v =====
module jpc_idecode(
    input  wire        clk,
    input  wire        rst,
    input  wire [31:0] instr_I,
    input  wire        instr_valid_I,
    input  wire        decode_ready_I,
    output reg         instr_ready_O,
    output reg  [6:0]  opcode_O,
    output reg  [2:0]  funct3_O,
    output reg  [4:0]  rd_O,
    output reg  [31:0] imm32_O,
    output reg  [4:0]  rs1_O,
    output reg  [4:0]  rs2_O,
    output reg  [6:0]  funct7_O,
    output reg         ecall_O,
    output reg         ebreak_O,
    output reg         fence_O,
    output reg         fence_i_O,
    output reg         error_O,
    output reg         decode_valid_O
);
    reg [31:0] instr_reg;
    reg        instr_reg_valid;
    reg [6:0]  opcode_dec;
    reg [2:0]  funct3_dec;
    reg [4:0]  rd_dec;
    reg [31:0] imm32_dec;
    reg [4:0]  rs1_dec;
    reg [4:0]  rs2_dec;
    reg [6:0]  funct7_dec;
    reg        ecall_dec;
    reg        ebreak_dec;
    reg        fence_dec;
    reg        fence_i_dec;
    reg        error_dec;
    reg [3-1:0] curr_state;
    always @(*) begin
        opcode_dec    = 7'b0;
        funct3_dec    = 3'b0;
        rd_dec        = 5'b0;
        imm32_dec     = 32'b0;
        rs1_dec       = 5'b0;
        rs2_dec       = 5'b0;
        funct7_dec    = 7'b0;
        ecall_dec     = 1'b0;
        ebreak_dec    = 1'b0;
        fence_dec     = 1'b0;
        fence_i_dec   = 1'b0;
        error_dec     = 1'b0;
        opcode_dec    = instr_reg[6:0];
        rd_dec        = instr_reg[11:7];
        funct3_dec    = instr_reg[14:12];
        rs1_dec       = instr_reg[19:15];
        rs2_dec       = instr_reg[24:20];
        funct7_dec    = instr_reg[31:25];
        case (instr_reg[6:0])
            7'b0010011, 7'b0000011:
                imm32_dec = {{20{instr_reg[31]}}, instr_reg[31:20]};
            7'b1100011: 
                imm32_dec = {{19{instr_reg[31]}}, instr_reg[31], instr_reg[7], instr_reg[30:25], instr_reg[11:8], 1'b0};
            7'b0100011: 
                imm32_dec = {{20{instr_reg[31]}}, instr_reg[31:25], instr_reg[11:7]};
            7'b0110111, 7'b0010111: 
                imm32_dec = {12'b0, instr_reg[31:12]};
            7'b1101111: 
                imm32_dec = {{11{instr_reg[31]}}, instr_reg[31], instr_reg[19:12], instr_reg[20], instr_reg[30:21], 1'b0};
            7'b1100111: begin
                rd_dec = instr_reg[11:7];
                rs1_dec = instr_reg[19:15];
                imm32_dec = {{20{instr_reg[31]}}, instr_reg[31:20]};
                if (instr_reg[14:12] != 3'b000) begin
                    error_dec = 1'b1;
                end
            end
            7'b1110011: begin 
                if (instr_reg[31:20] == 12'b000000000000) begin
                    ecall_dec = 1'b1;
                end else if (instr_reg[31:20] == 12'b000000000001) begin
                    ebreak_dec = 1'b1; 
                end else begin
                    error_dec = 1'b1;
                end
            end
            7'b0001111: begin 
                case (instr_reg[14:12])
                    3'b000: fence_dec = 1'b1;  
                    3'b001: fence_i_dec = 1'b1;
                    default:
                    error_dec = 1'b1;
                endcase
            end
            default: begin
                error_dec = 1'b1;
                imm32_dec = 32'b0;
            end
        endcase
    end
    always @(posedge clk or posedge rst) begin
        if (rst) begin
            instr_reg <= 32'b0;
            instr_reg_valid <= 1'b0;
            instr_ready_O <= 1'b1;
            opcode_O <= 7'b0;
            funct3_O <= 3'b0;
            rd_O <= 5'b0;
            imm32_O <= 32'b0;
            rs1_O <= 5'b0;
            rs2_O <= 5'b0;
            funct7_O <= 7'b0;
            ecall_O <= 1'b0;
            ebreak_O <= 1'b0;
            fence_O <= 1'b0;
            fence_i_O <= 1'b0;
            error_O <= 1'b0;
            decode_valid_O <= 1'b0;
            curr_state <= 3'b000;  
        end else begin
            instr_ready_O <= 1'b0;
            decode_valid_O <= 1'b0;
            opcode_O <= opcode_O;
            funct3_O <= funct3_O;
            rd_O <= rd_O;
            imm32_O <= imm32_O;
            rs1_O <= rs1_O;
            rs2_O <= rs2_O;
            funct7_O <= funct7_O;
            ecall_O <= ecall_O;
            ebreak_O <= ebreak_O;
            fence_O <= fence_O;
            fence_i_O <= fence_i_O;
            error_O <= error_O;
            curr_state <= 3'b000;
            case (curr_state)
                3'b000: begin
                    instr_ready_O <= 1'b1;
                    curr_state <= 3'b001;
                end
                3'b001: begin
                    if (instr_valid_I == 1'b1) begin
                        instr_reg <= instr_I;
                        instr_ready_O <= 1'b0;
                        curr_state <= 3'b011;
                        if (decode_ready_I == 1'b1) begin
                            opcode_O   <= opcode_dec;
                            funct3_O   <= funct3_dec;
                            rd_O       <= rd_dec;
                            imm32_O    <= imm32_dec;
                            rs1_O      <= rs1_dec;
                            rs2_O      <= rs2_dec;
                            funct7_O   <= funct7_dec;
                            ecall_O    <= ecall_dec;
                            ebreak_O   <= ebreak_dec;
                            fence_O    <= fence_dec;
                            fence_i_O  <= fence_i_dec;
                            error_O    <= error_dec;
                            decode_valid_O <= 1'b1;
                            curr_state <= 3'b000;
                        end else begin
                            curr_state <= 3'b011;
                        end
                    end else
                    begin
                        instr_ready_O <= 1'b1;
                        curr_state <= 3'b001;
                    end
                end
                3'b011: begin
                    if (decode_ready_I == 1'b1) begin
                        opcode_O   <= opcode_dec;
                        funct3_O   <= funct3_dec;
                        rd_O       <= rd_dec;
                        imm32_O    <= imm32_dec;
                        rs1_O      <= rs1_dec;
                        rs2_O      <= rs2_dec;
                        funct7_O   <= funct7_dec;
                        ecall_O    <= ecall_dec;
                        ebreak_O   <= ebreak_dec;
                        fence_O    <= fence_dec;
                        fence_i_O  <= fence_i_dec;
                        error_O    <= error_dec;
                        decode_valid_O <= 1'b1;
                        curr_state <= 3'b000;
                    end else
                    begin
                        decode_valid_O <= 1'b0;
                        curr_state <= 3'b011;
                    end
                end
                default: begin
                    curr_state <= 3'b000;
                end
            endcase
        end
    end
endmodule

===== design/flow/constraint.sdc =====
current_design jpc_idecode

set clk_period 3.2
set clk_io_pct 0.2

create_clock -name clk0 -period $clk_period [get_ports {clk}]

set non_clock_inputs [all_inputs -no_clocks]
set_input_delay [expr $clk_period * $clk_io_pct] -clock clk0 $non_clock_inputs
set_output_delay [expr $clk_period * $clk_io_pct] -clock clk0 [all_outputs]

===== design/flow/config.mk =====
export PLATFORM = sky130hd
export DESIGN_NAME = jpc_idecode
export DESIGN_NICKNAME = jpc_idecode
export VERILOG_FILES = /design/flow/design.v
export SDC_FILE = /design/flow/constraint.sdc
export NUM_CORES = 4
export LEC_CHECK = 1
export CORE_UTILIZATION = 40

===== design/flow/run.sh =====
#!/bin/bash
# OpenROAD 26Q1-2900-gdf79404cd8, Yosys 0.63+post, stock flow scripts
make -C /OpenROAD-flow-scripts/flow DESIGN_CONFIG=/design/flow/config.mk WORK_HOME=/design/flow/orfs finish

==> run summary <==
run results: async set or reset register ratio after synthesis 100%, Cell Chain, Critical Path clkdlybuf4s50_1, and2_2, o21ai_4, buf_4, nand2_1, and3_1, a32oi_1, Wirelength per Cell 16.0 um, TritonCTS Sinks 95, share of the core filled by cells before placement 42.0%, cell with the biggest individual delay on the critical path buf_4, cell family contributing the most delay on the critical path buffers and inverters, Chip Height 104 um, count of yosys warnings during synthesis 1, Post-Place Cells 611, Hold Fails Final Rpt 0, total cells reported by yosys after synthesis 397, residual antenna-violating net count after detailed routing 0, critical path start-end classification in -> reg, number of buffers added by the clock tree synthesis step 9, RR Endpoint imm32_O[0]$_DFFE_PP0P_, area of the placeable core 9950 sq um, CP Data Arrival Time 2.52 ns, Port Buffer Count 106, horizontal die size 104 um, OpenROAD warning count 25, post-CTS setup buffer count 0, Peak Freq 0.444 GHz, gp weighted congestion 0.804, Critical R2R Launch instr_reg[3]$_DFFE_PP0P_, cell depth of the worst flop-to-flop path 5, total antenna diodes in the routed design 0, total global-route track usage 19.9%, type of the most critical hold path reg -> reg, total setup violations reported at the end of the flow 0, worst-case headroom to the max-slew limit 49.8%, Mapped Avg Cell Area 10.5 sq um, detailed-route via count 3199, layout-stage area growth over the synthesis result 32.3%, type of element launching the critical path primary input, I/O pins 107, drt pass-1 iters 8, count of library flops with an enable pin 0, yosys-reported design area after synthesis 4180 sq um, area of the mapped netlist 4180 sq um, crit path time final 2.25 ns, sum of routed wire length over all layers 10000 um, initial detailed-routing violation count 201, final cell area excluding filler cells 5530 sq um, CTS Hold Bufs 0, Leakage 2.51 nW, start point of the worst hold path opcode_O[1]$_DFFE_PP0P_, wire length of the first global-routing pass 16600 um, antenna violations before repair 0, status complete, no violations, HPWL after DPL 6760 um, Final period util 70.3%, endpoint type of the worst setup path flop, crit-path max cell delay 0.59 ns, number of buffer and inverter instances along the worst setup path 2, total die area 10900 sq um, Total Power Consumption 2.21 mW, Final Worst Setup Slack 0.950 ns, grt ovf 0, number of placement rows 36, via count of the first global-routing pass 3122, count of H-tree levels built during CTS 3, quantity of gates resized following cts 0, number of non-filler instances in the completed layout 626, Mapped Cells 397, largest net degree at the start of global routing 76, R2R Setup Slk 1.20 ns, TNS Setup 0 ns, Post-route DRC 0, clk latency of the worst-skew pair 0.35 ns, final count of pins violating max slew 0, filler instances 862, largest clock skew in the final design 0.00705 ns, slew at the pin closest to its max-slew limit 0.754 ns, unrepaired setup endpoints after global routing false, Worst Path Max Fanout 75, CTS Buffer Depth 2, flip-flop count of the largest register, all copies and words added 32, max capacitance violation total 0, clock tree from TritonCTS done, Power per Cell Area 399 nW/um^2, fraction of layout instances using a drive strength above 1 15.0%, worst hold path cell count 2, Registers, synthesis 95, count of distinct cell types in the synthesized netlist 47, Cell Area, Placed 5290 sq um, worst voltage drop across the vdd grid 0.243 mV, most common flop cell mapped by yosys dfrtp_1, setup slack at placement 0.576 ns, Root Buffer clkbuf_8, destination of the worst hold path opcode_O[1]$_DFFE_PP0P_, clock-pin slew of the registers on the worst-case setup and hold paths 0.08 ns, required time reported for the critical path endpoint 3.47 ns, Seq share, synth 56.9%, average via count per standard cell 5.11
cell usage after synthesis (2+ instances only):
master      n  share of area (%)
dfrtp_1    93                 56
buf_4      16                2.9
o21ai_0     9                1.1
dfstp_2     2                1.3
a21o_1      2               0.36
nand4_1     2               0.30
nor3_1      2               0.24
nor2b_1     7                1.0
o21ai_2     5                1.0
a21oi_1     2               0.24
o21ai_1    16                1.9
mux2_2     29                7.8
nand2_1   130                 12
a222oi_1   11                2.6
nor4_1      4               0.60
nor2_1      7               0.63
o31ai_1     3               0.54
inv_1       5               0.45
a22oi_1     7                1.3
clkbuf_1    6               0.54
nand3_1     2               0.24
buf_2      11                1.3
and3_1      2               0.30
worst max-delay path by stage:
stage         slack (ns)  cells after the start           from                      end
CTS                 0.95                      7  instr_valid_I  imm32_O[11]$_DFFE_PP0P_
finish              0.95                      7  instr_valid_I  imm32_O[11]$_DFFE_PP0P_
global route        0.82                      7  instr_valid_I  imm32_O[11]$_DFFE_PP0P_
kinds of logic after synthesis:
family                 after synthesis  synth area share (%)
buffers and inverters               39                  5.27
AOI/OAI and AO/OA                   66                  11.9
muxes                               29                  7.81
and+or+nand+nor                    168                  18.1
DFF                                 95                  56.9
through the flow:
stage                     hold WS [ns]  utilization, %
after floorplan                  0.421               -
final                            0.476            55.6
after global placement           0.467            53.1
after detailed placement         0.463            53.1
after CTS                        0.484            55.6
after global routing             0.506            55.6
worst min-delay path, cell delays in order, from the launching register on:
cell	delay [ns]
dfrtp_1	0.35
nand2_1	0.05
nand2_1	0.05
placed cells by master, fill, tap and decap left out, types with 2 or more instances in the layout:
master,count
clkdlybuf4s50_1,106
and3_1,2
nor2_1,7
o31ai_1,3
dfstp_2,2
mux2_2,29
a21oi_1,2
o21ai_1,15
nor4_1,4
bufinv_16,3
inv_1,4
a21o_1,2
nor2b_1,7
nor3_1,2
buf_4,8
dfrtp_1,93
nand4_1,2
o21ai_0,9
nand2_1,130
a222oi_1,11
nand3_1,2
a22oi_1,7
o21ai_2,5
clkbuf_8,10
where the power goes:
part | internal, mW | switching, mW
Sequential | 1.20 | 0
Combinational | 0.0405 | 0.0316
Clock | 0.537 | 0.399
Total | 1.78 | 0.431
layout make-up:
type,count,area (sq um),share of cell area [%]
clock buffer,10,138,2.49
clock inverter,5,106,1.92
sequential,95,2380,43.0
inverter,6,25.0,0.452
tap,133,166,3.01
multi-input combinational,263,1590,28.8
timing repair buffer,114,1120,20.3
layer usage:
layer	track usage (%)	wire, um
met5	0	0
met4	2.04	117
met3	3.83	660
met2	29.1	4380
met1	33.6	4840
Power is estimated from default activity; no workload was simulated.
